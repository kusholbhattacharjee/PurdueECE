$ cat design/flow/design.v
module magnitude (
	input wire [16:0] in, 
	output wire [15:0] out 
); 
assign out = (in[16] == 1) ? ( ~(in[15:0]) + 1 ) : in[15:0];
endmodule
$ cat design/flow/run.sh
#!/bin/bash
# OpenROAD 26Q1-2900-gdf79404cd8, Yosys 0.63+post, stock flow scripts
make -C /OpenROAD-flow-scripts/flow DESIGN_CONFIG=/design/flow/config.mk WORK_HOME=/design/flow/orfs finish
$ cat design/flow/config.mk
export PLATFORM = sky130hd
export DESIGN_NAME = magnitude
export DESIGN_NICKNAME = magnitude
export VERILOG_FILES = /design/flow/design.v
export SDC_FILE = /design/flow/constraint.sdc
export NUM_CORES = 4
export LEC_CHECK = 1
export CORE_AREA = 10 10 70 70
export DIE_AREA = 0 0 80 80
$ cat design/flow/constraint.sdc
current_design magnitude

set clk_period 5.5
set clk_io_pct 0.2

create_clock -name clk0 -period $clk_period

set non_clock_inputs [all_inputs -no_clocks]
set_input_delay [expr $clk_period * $clk_io_pct] -clock clk0 $non_clock_inputs
set_output_delay [expr $clk_period * $clk_io_pct] -clock clk0 [all_outputs]
==> flow_summary_export.csv <==
group,metric,value,unit
sta,slew_violations,0,
floorplanning,placementRows,21,
layout,seq_area,0,um2
critical_path,worstSetupStartpoint,"in[4]",
floorplanning,fp_util,9.74,%
power_and_ir_drop,p_comb_share,100.0,%
floorplanning,core_area,3420,um2
synthesis,yosysWarnings,0,
power_and_ir_drop,internal_power,0.0000397,W
floorplanning,die_w,80,um
grt,grt_overflow,0,
power_and_ir_drop,sw_frac_of_total,31.2,%
critical_path,cp_max_fo,5,
detailed_routing,wl,1.45,mm
detailed_routing,ant_nets,0,
sta,worst_pin_slew,612,ps
critical_path,critPathKind,"input port to primary output",
synthesis,syn_inst,47,
worst_hold_path,hold_path_depth,2,
synthesis,synth_area_leader_cell,"xnor2_1",
layout,drive_gt1_share,5.13,%
layout,n_fill_cell,398,
worst_hold_path,holdCritStartpoint,"in[0]",
sta,fin_crit_sh,83.3,%
clocking,postCtsSetupBuffers,0,
grt,grt_pass1_wl,2.43,mm
critical_path,start_kind,"input port",
sta,slew_headroom,58.8,%
synthesis,syn_avg_cell_area,7.08,um2
power_and_ir_drop,power.density,81.3,nW/um2
grt,grt_usage,4.57,%
synthesis,syn_area,333,um2
placed_design,gp_congestion,0.795,
run,cap_viol_max_count,0,
synthesis,postSynthSeqShare,0,%
sta,hold_violations,0,
placed_design,port_buffers,33,
synthesis,top_cells_by_area,"xnor2_1 (24%), xor2_1 (13%), o31ai_1 (11%)",
layout,combGateArea,310,um2
clocking,cts_resized,0,
synthesis,yosys_area,333,um2
floorplanning,chipArea,6400,um2
grt,grt_antenna_before_repair,0,
floorplanning,ios,33,
power_and_ir_drop,power_switching,0.0000180,W
power_and_ir_drop,p_leak,0.239,nW
detailed_routing,diodes,0,
critical_path,arrival,3480,ps
run,warnings,32,
sta,rsz0062_at_grt,"false",
worst_hold_path,min_path_type,"input port to primary output",
critical_path,end_kind,"primary output",
synthesis,ys_cells,47,
detailed_routing,viasPerCell,3.51,
placed_design,place_inst,124,
worst_hold_path,hold_end,"out[0]",
power_and_ir_drop,vdd.ir_drop.worst,22.2,uV
sta,min_period,4580,ps
layout,design.seq.count,0,
detailed_routing,dr_total_vias,435,
synthesis,yosysUniqueCellTypes,16,
detailed_routing,drc,0,
clocking,hold_buffers,0,
grt,grt_max_degree,17,
layout,finalNonFillerCells,124,
detailed_routing,routedWlPerCell,11.7,um
layout,area_growth,113,%
critical_path,worstPathRequired,4400,ps
power_and_ir_drop,seq_power_share,0,%
sta,fin_setup_tns,0,ps
synthesis,top_area_share,23.7,%
power_and_ir_drop,pwr-share-clk,0,%
grt,grt_pass1_vias,514,
detailed_routing,drt_iter0_markers,26,
run_status,status,"finished clean",
floorplanning,chipHeight,80,um
placed_design,dpl.hpwl,1.28,mm
detailed_routing,first_pass_iters,4,
layout,clock_buffers,0,
sta,setup_viol,0,
sta,fmax,0.218,GHz
## how the worst max path moves through the flow
stage	end	cells past startpoint	slack (ps)
4_1_cts	out[15]	6	900
5_1_grt	out[8]	6	690
6_report	out[15]	6	920
## metrics by stage
stage                     cell area, um2  setup WS (ps)  total power, W  utilization (%)  hold WS (ps)
after floorplan                      333           1950       0.0000153                -          2230
after global placement               709            920       0.0000589             20.8          3060
after detailed placement             709            900       0.0000588             20.8          3050
after CTS                            709            900       0.0000594             20.8          3060
after global routing                 709            692       0.0000651             20.8          3090
final                                709            921       0.0000577             20.8          3050
## layout make-up
type               count  share of cell area [%]
repair buffers        33                    46.6
inverters              3                    1.59
well taps             46                    8.11
multi-input cells     42                    43.7
## power groups by stage
stage | Clock, W | Combinational (W) | Sequential (W)
after global routing | 0 | 0.0000651 | 0
final | 0 | 0.0000577 | 0
after CTS | 0 | 0.0000594 | 0
## cell usage in the layout (no fill, tap or decap)
cell type / netlist / layout
o21ai_0: 4 / 4
or3_4: 1 / 1
inv_1: 3 / 3
o31a_2: 1 / 1
ha_1: 1 / 1
xor2_1: 5 / 5
or2_2: 1 / 1
o31ai_1: 5 / 5
xnor2_1: 9 / 9
clkdlybuf4s50_1: 0 / 33
o41ai_2: 1 / 1
nand2_1: 8 / 8
or4_1: 3 / 3
o41ai_1: 1 / 1
or3_1: 2 / 2
## cell families after synthesis
family | share of synthesized area [%]
adder cells (fa/ha/maj) | 3.76
AND-OR/OR-AND | 27.8
XOR/XNOR | 36.8
AND/OR/NAND/NOR | 24.8
buffers and inverters | 6.77
## worst max-delay path, stage by stage
cell and delay (ps):
clkdlybuf4s50_1 450, or4_1 550, or3_4 420, o41ai_2 330
xnor2_1 160, clkdlybuf4s50_1 480
## metal layers
metal / track usage [%] / vias to the layer above / share of wire (%)
li1: - / 233 / -
met1: 5.21 / 185 / 40
met2: 7.87 / 17 / 46
met3: 2.39 / 0 / 14
met4: 0 / 0 / 0
met5: 0 / - / 0
## synthesized netlist by cell type, drive strengths merged
cell type  count
buf            1
clkbuf         1
ha             1
inv            3
nand2          8
o21ai          4
o31a           1
o31ai          5
o41ai          2
or2            1
or3            3
or4            3
xnor2          9
xor2           5
Power is estimated from default activity; no workload was simulated.
