==> ./design.v <==
module flex_counter
#(
	parameter NUM_CNT_BITS = 4
)
(
	input wire clk,
	input wire n_rst,
	input wire clear,
	input wire count_enable,
	input wire [NUM_CNT_BITS-1:0] rollover_val,
	output reg [NUM_CNT_BITS-1:0] count_out,
	output reg rollover_flag
);
	always_ff @ (posedge clk, negedge n_rst)
	begin
		if (n_rst == 0)
		begin
			count_out <= '0;
			rollover_flag <= 0;
		end
		else if (clear == 1)
			count_out <= '0;
		else if (count_enable == 1)
		begin
			count_out <= count_out + 1;
			if (count_out + 1 == rollover_val)
				rollover_flag <= 1;
			else	
				rollover_flag <= 0;
			if (rollover_flag == 1)
				count_out <= 1;
		end
	end
endmodule
module timer( input wire clk, input wire n_rst, input wire enable_timer, output reg shift_strobe, output reg packet_done);
localparam ROLL_CLK = 4'd10;
localparam ROLL_BIT = 4'd9;
reg [3:0] temp_clk;
reg [3:0] temp_bit;
flex_counter clk_cnt ( .clk(clk), .n_rst(n_rst), .clear(~enable_timer), .count_enable(enable_timer), .rollover_val(ROLL_CLK), .count_out(temp_clk), .rollover_flag(shift_strobe) );
flex_counter bit_cnt ( .clk(clk), .n_rst(n_rst), .clear(~enable_timer), .count_enable(shift_strobe), .rollover_val(ROLL_BIT), .count_out(temp_bit), .rollover_flag(packet_done) );
endmodule
==> ./constraint.sdc <==
current_design timer

set clk_period 1.5
set clk_io_pct 0.2

create_clock -name clk0 -period $clk_period [get_ports {clk}]

set non_clock_inputs [all_inputs -no_clocks]
set_input_delay [expr $clk_period * $clk_io_pct] -clock clk0 $non_clock_inputs
set_output_delay [expr $clk_period * $clk_io_pct] -clock clk0 [all_outputs]
==> ./config.mk <==
export PLATFORM = sky130hd
export DESIGN_NAME = timer
export DESIGN_NICKNAME = timer
export VERILOG_FILES = /design/flow/design.v
export SDC_FILE = /design/flow/constraint.sdc
export NUM_CORES = 4
export LEC_CHECK = 1
export CORE_AREA = 10 10 75 75
export DIE_AREA = 0 0 85 85
==> ./run.sh <==
#!/bin/bash
# OpenROAD 26Q1-2900-gdf79404cd8, Yosys 0.63+post, stock flow scripts
make -C /OpenROAD-flow-scripts/flow DESIGN_CONFIG=/design/flow/config.mk WORK_HOME=/design/flow/orfs finish
==> impl.org <==
#+TITLE: Physical design notes

** Worst setup path
- For the worst setup path, the data arrival time is 1.14 ns.
- Worst Setup Start Kind :: flip-flop
- Critical path data required time :: 1.20 ns
- CP max FO :: 8
- STA reports a reg2reg setup slack of 0.29 ns.
- The signal on the critical path passes through clkdlybuf4s50_1.
- STA classifies the critical path endpoint as a primary output.
- Among all stages on the critical path, the largest delay is contributed by sky130_fd_sc_hd__clkdlybuf4s50_1.
- The timing report notes that buffer and inverter cells on the critical path total 1.
- The kind of cell with the highest combined delay along the critical path is buffers and inverters.
- Largest stage delay on the critical path :: 0.49 ns
- The setup path with the least slack is of type reg2out.

** CTS
- Cell at the root of the clock tree :: sky130_fd_sc_hd__clkbuf_8
- Clock Pin Slew Worst Setup and Hold Paths :: 0.05 ns
- Count of H-tree levels built during CTS :: 1
- Counting the buffers created by CTS gives 3.
- TritonCTS built the clock tree.
- Buffers inserted to repair hold after CTS numbered 0.
- Counting every sink on the clock net gives 10.
- The skew report gives the latency at the later pin of the worst-skew pair as 0.23 ns.
- The longest clock path from root to sink contains 2 buffers.

** STA
- Subtracting the final worst setup slack from the clock period gives 1.438 ns.
- Setup repair after global routing left no endpoint under its margin.
- The most critical hold endpoint after final layout shows a slack of 0.3770 ns.
- Max-slew check failures listed in the final report amount to 0.
- Clock Skew :: 0.004626 ns
- Highest clock rate :: 0.6955 GHz
- After routing, the total negative slack on setup checks comes to 0 ns.
- Max-slew headroom at the worst pin :: 70.60%
- Number of hold violations in the final report :: 0
- Share of the clock period used by the worst path :: 95.86%
- Setup-failing EPs final :: 0
- The pin closest to its max-slew limit shows a slew of 0.4396 ns.

** Synthesis
- Counting every instance in the synthesized netlist gives 51.
- Area fraction of the dominant cell type after synthesis :: 47.73%
- For this run, the register share of the synthesized area comes to 47.73%.
- In the Yosys stats the netlist draws on 22 distinct library cells.
- The cell area that synthesis handed to floorplanning was 524.3 sq um.
- For this run, the number of Yosys warnings is 1.
- Mean cell area of the mapped netlist :: 10.28 sq um
- The synth_stat.txt file lists the number of cells as 51.
- Top cells by area :: sky130_fd_sc_hd__dfrtp_1, sky130_fd_sc_hd__ha_1, sky130_fd_sc_hd__nor2b_1
- Summed standard-cell area reported by yosys :: 524.3 sq um
- Top cell type by total area after synthesis :: sky130_fd_sc_hd__dfrtp_1
- Synthesis-stage register bit count :: 10

** Power
- The share of total power dissipated in sequential elements is 43.7%.
- Combinational group share of total power :: 5.9%
- Total power normalized to cell area comes to 960.1 nW/um^2.
- Internal power :: 527.2 uW
- The leakage component of the power was reported as 0.2824 nW.
- The switching component of the power was reported as 131.1 uW.
- Peak supply drop :: 0.3023 mV
- Looking at the power breakdown, the clock network takes 50.4% of the total.
- Per the breakdown, switching nets consume 19.92% of all power.

** Die
- The chip occupies 7225 sq um.
- Number of top-level design ports :: 5
- Number of cell rows :: 23
- Per the OpenROAD floorplan log, the area of the core is 4058 sq um.
- Effective utilization at floorplan :: 12.92%
- Die Y :: 85 microns
- The floorplan step set the die width to 85 microns.

** Drt
- Iteration tally of the first detailed-router pass :: 3
- Once detail routing completed, the nets flagged for antenna violations numbered 0.
- After detailed routing, the average wire length per cell comes to 8.991 microns.
- Routed via count divided by cell count :: 3.495
- For this run, design rule violations remaining after detail routing come to 0.
- Ant diodes :: 0
- The detailed router reported a total wirelength of 980 microns.
- The violation tally recorded at the end of detailed-routing iteration 0 is 24.
- Via count of the routed design :: 381

** Global route
- Entering global routing, the biggest net connects 12 pins.
- Global routing used 2.551% of the available tracks across all layers.
- Residual overflow from global routing :: 0
- Global routing used 2.990% of the available met1 tracks.
- The via count of the first global-routing pass is 362.
- For this run, global-route usage on met3 was measured as 2.119%.
- Highest-utilization routing layer at the global route stage :: met2
- Initial antenna violation count :: 0
- Wire length of the first global-routing pass :: 1.545 mm
- Routing resource usage on met2 recorded by global route was 3.474%.

** Finish
- Tally of non-filler cells in the final layout :: 109
- Per the layout report, the design carries 440 filler cells.
- The layout report lists the multi-input gate area as 254.0 sq um.
- The area taken by sequential standard cells is reported as 251.5 sq um.
- In the final layout, the share of cells above drive strength 1 is 11.86%.
- Layout Area Growth over Synthesis :: 30.79%

** Outcome
- Status :: finished clean

** Run
- Max-cap violations in this run came to 0.
- Log Warnings :: 27

** Placement
- The number of placed instances, taps included, is 104.
- HPWL Detailed :: 702.6 microns
- The placement summary gives the final routability congestion estimate as 0.7704.
- Port-buffer cells :: 4

** Hold path
- The type recorded for the worst min-delay path is in2async.
worst paths after layout:
kind	startpoint	end	cells past startpoint
setup / recovery	clk_cnt.rollover_flag	shift_strobe	1
hold / removal	n_rst	clk_cnt.count_out[0]	1
setup reg to reg	bit_cnt.count_out[0]	bit_cnt.rollover_flag	4
hold reg to reg	bit_cnt.count_out[0]	bit_cnt.count_out[0]	1
max in group asynchronous	n_rst	clk_cnt.rollover_flag	1
min in group clk0	bit_cnt.count_out[0]	bit_cnt.count_out[0]	1
cells in the final DEF (no fill, tap or decap):
cell	Yosys	final
sky130_fd_sc_hd__nand2b_1	1	1
sky130_fd_sc_hd__a22oi_1	1	1
sky130_fd_sc_hd__inv_1	4	4
sky130_fd_sc_hd__dfrtp_2	0	1
sky130_fd_sc_hd__a32o_1	2	2
sky130_fd_sc_hd__nor3b_1	1	1
sky130_fd_sc_hd__clkdlybuf4s50_1	0	4
sky130_fd_sc_hd__o21ai_0	2	2
sky130_fd_sc_hd__clkbuf_8	0	4
sky130_fd_sc_hd__nor2b_1	4	4
sky130_fd_sc_hd__nand3b_1	2	2
sky130_fd_sc_hd__a21oi_1	3	3
sky130_fd_sc_hd__buf_4	0	1
sky130_fd_sc_hd__nand3_2	1	1
sky130_fd_sc_hd__a21boi_0	1	1
sky130_fd_sc_hd__and3_1	1	1
sky130_fd_sc_hd__dfrtp_1	10	9
sky130_fd_sc_hd__o32ai_1	1	1
sky130_fd_sc_hd__nor2_1	4	4
sky130_fd_sc_hd__ha_1	4	4
sky130_fd_sc_hd__o21a_1	1	1
sky130_fd_sc_hd__nand2_1	3	3
sky130_fd_sc_hd__xor2_1	1	1
sky130_fd_sc_hd__xnor2_1	2	2
sky130_fd_sc_hd__nand3_1	1	1
stage by stage:
stage               utilization (%)  instance area (sq um)  power, mW  worst slack [ns]
detailed placement            15.33                  621.8     0.3310           0.05917
floorplan                         -                  524.3     0.3152            0.3763
CTS                           16.71                  678.2     0.6706           0.04763
finish                        16.90                  685.7     0.6583           0.06214
global placement              15.33                  621.8     0.3295           0.08693
global route                  16.90                  685.7     0.6953          0.007776
cell usage after synthesis (all sizes together):
cell    number
o32ai        1
a21oi        3
nand3        2
nor3b        1
nand3b       2
o21ai        2
inv          4
and3         1
nor2b        4
nand2        3
buf          1
dfrtp       10
o21a         1
ha           4
a32o         2
nor2         4
xor2         1
nand2b       1
xnor2        2
a22oi        1
a21boi       1
state kept, by name, summed over array words and instances, names as in the netlist:
signal and flops:
bit_cnt.count_out 4, clk_cnt.count_out 4, bit_cnt.rollover_flag 1, clk_cnt.rollover_flag 1
timing repair:
| action | CTS | global route |
|---|---|---|
| setup endpoints to repair | 1 | 1 |
| gates resized | 1 | 0 |
| setup buffers | 0 | 1 |
logic make-up (layout without fill, tap and decap cells):
kind of cell             count (synthesis)  in the layout  share of synthesized area [%]
flip-flops                              10             10                          47.73
buffers and inverters                    5             13                          3.817
adder cells (fa/ha/maj)                  4              4                          9.547
AND/OR/NAND/NOR                         18             18                          19.33
AND-OR/OR-AND                           11             11                          14.56
XOR/XNOR                                 3              3                          5.013
power by group through the flow:
stage                 Clock [mW]  Sequential (mW)  Combinational (mW)
after CTS                  0.343            0.287              0.0398
after global routing       0.362            0.289              0.0446
final                      0.332            0.288              0.0390
metal layers:
layer | up-vias | part of all wire, %
met3 | 2 | 8.4
met2 | 8 | 41
met4 | 0 | 1.5
met5 | - | 0
met1 | 182 | 49
li1 | 189 | -
area by class of cell:
class / instances / share of cell area, %
inverter: 4 / 2.190
timing repair buffer: 5 / 6.934
multi-input combinational: 36 / 37.04
tap: 50 / 9.124
clock buffer: 4 / 8.029
sequential: 10 / 36.68
Power is estimated from default activity; no workload was simulated.
